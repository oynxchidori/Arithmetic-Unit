`run.sh`:
```
#!/bin/bash
# OpenROAD 26Q1-2900-gdf79404cd8, Yosys 0.63+post, stock flow scripts
make -C /OpenROAD-flow-scripts/flow DESIGN_CONFIG=/design/flow/config.mk WORK_HOME=/design/flow/orfs finish
```
`config.mk`:
```
export PLATFORM = sky130hd
export DESIGN_NAME = fpga_top
export DESIGN_NICKNAME = fpga_top
export VERILOG_FILES = /design/flow/design.v
export SDC_FILE = /design/flow/constraint.sdc
export NUM_CORES = 4
export LEC_CHECK = 1
export CORE_UTILIZATION = 30
```
`constraint.sdc`:
```
current_design fpga_top

set clk_period 8.3
set clk_io_pct 0.2

create_clock -name clk0 -period $clk_period [get_ports {CLOCK_50}]

set non_clock_inputs [all_inputs -no_clocks]
set_input_delay [expr $clk_period * $clk_io_pct] -clock clk0 $non_clock_inputs
set_output_delay [expr $clk_period * $clk_io_pct] -clock clk0 [all_outputs]
```
`design.v`:
```
module fpga_top(SW, KEY, CLOCK_50, LEDR, HEX0, HEX1);
    input [9:0] SW;
    input [3:0] KEY;
    input CLOCK_50;
    output [9:0] LEDR;
    output [6:0] HEX0, HEX1;
    wire resetn;
    wire go;
    wire [7:0] data_result;
    assign go = ~KEY[1];
    assign resetn = KEY[0];
    part2 u0(
        .clk(CLOCK_50),
        .resetn(resetn),
        .go(go),
        .data_in(SW[7:0]),
        .data_result(data_result)
    );
    assign LEDR[9:0] = {2'b00, data_result};
    hex_decoder H0(
        .hex_digit(data_result[3:0]), 
        .segments(HEX0)
        );
    hex_decoder H1(
        .hex_digit(data_result[7:4]), 
        .segments(HEX1)
        );
endmodule
module part2(
    input clk,
    input resetn,
    input go,
    input [7:0] data_in,
    output [7:0] data_result
    );
    wire ld_a, ld_b, ld_c, ld_x, ld_r;
    wire ld_alu_out;
    wire [1:0]  alu_select_a, alu_select_b;
    wire alu_op;
    control C0(
        .clk(clk),
        .resetn(resetn),
        .go(go),
        .ld_alu_out(ld_alu_out), 
        .ld_x(ld_x),
        .ld_a(ld_a),
        .ld_b(ld_b),
        .ld_c(ld_c), 
        .ld_r(ld_r), 
        .alu_select_a(alu_select_a),
        .alu_select_b(alu_select_b),
        .alu_op(alu_op)
    );
    datapath D0(
        .clk(clk),
        .resetn(resetn),
        .ld_alu_out(ld_alu_out), 
        .ld_x(ld_x),
        .ld_a(ld_a),
        .ld_b(ld_b),
        .ld_c(ld_c), 
        .ld_r(ld_r), 
        .alu_select_a(alu_select_a),
        .alu_select_b(alu_select_b),
        .alu_op(alu_op),
        .data_in(data_in),
        .data_result(data_result)
    );
 endmodule        
module control(
    input clk,
    input resetn,
    input go,
    output reg  ld_a, ld_b, ld_c, ld_x, ld_r,
    output reg  ld_alu_out,
    output reg [1:0]  alu_select_a, alu_select_b,
    output reg alu_op
    );
    reg [3:0] current_state, next_state; 
    localparam  S_LOAD_A        = 4'd0,
                S_LOAD_A_WAIT   = 4'd1,
                S_LOAD_B        = 4'd2,
                S_LOAD_B_WAIT   = 4'd3,
                S_LOAD_C        = 4'd4,
                S_LOAD_C_WAIT   = 4'd5,
                S_LOAD_X        = 4'd6,
                S_LOAD_X_WAIT   = 4'd7,
                S_CYCLE_0       = 4'd8,
                S_CYCLE_1       = 4'd9,
                S_CYCLE_2       = 4'd10,
					 S_CYCLE_3       = 4'd11,
					 S_CYCLE_4       = 4'd12;
    always @(*)
    begin: state_table 
            case (current_state)
                S_LOAD_A: next_state = go ? S_LOAD_A_WAIT : S_LOAD_A;  
                S_LOAD_A_WAIT: next_state = go ? S_LOAD_A_WAIT : S_LOAD_B;  
                S_LOAD_B: next_state = go ? S_LOAD_B_WAIT : S_LOAD_B;  
                S_LOAD_B_WAIT: next_state = go ? S_LOAD_B_WAIT : S_LOAD_C;  
                S_LOAD_C: next_state = go ? S_LOAD_C_WAIT : S_LOAD_C;  
                S_LOAD_C_WAIT: next_state = go ? S_LOAD_C_WAIT : S_LOAD_X;  
                S_LOAD_X: next_state = go ? S_LOAD_X_WAIT : S_LOAD_X;  
                S_LOAD_X_WAIT: next_state = go ? S_LOAD_X_WAIT : S_CYCLE_0;  
                S_CYCLE_0: next_state = S_CYCLE_1;
					 S_CYCLE_1: next_state = S_CYCLE_2;
					 S_CYCLE_2: next_state = S_CYCLE_3;
					 S_CYCLE_3: next_state = S_CYCLE_4;
                S_CYCLE_4: next_state = S_LOAD_A;  
            default:     next_state = S_LOAD_A;
        endcase
    end  
    always @(*)
    begin: enable_signals
        ld_alu_out = 1'b0;
        ld_a = 1'b0;
        ld_b = 1'b0;
        ld_c = 1'b0;
        ld_x = 1'b0;
        ld_r = 1'b0;
        alu_select_a = 2'b00;
        alu_select_b = 2'b00;
        alu_op       = 1'b0;
        case (current_state)
            S_LOAD_A: begin
                ld_a = 1'b1;
                end
            S_LOAD_B: begin
                ld_b = 1'b1;
                end
            S_LOAD_C: begin
                ld_c = 1'b1;
                end
            S_LOAD_X: begin
                ld_x = 1'b1;
                end
            S_CYCLE_0: begin  
                ld_alu_out = 1'b1; ld_a = 1'b1;  
                alu_select_a = 2'b00;  
                alu_select_b = 2'b11;  
                alu_op = 1'b1;  
            end
				S_CYCLE_1: begin  
					 ld_alu_out = 1'b1; ld_b = 1'b1;
					 alu_select_a = 2'b01;
					 alu_select_b = 2'b11;
					 alu_op = 1'b1;
			   end
				S_CYCLE_2: begin  
					 ld_alu_out = 1'b1; ld_a =  1'b1;
					 alu_select_a = 2'b00;
					 alu_select_b = 2'b11;
					 alu_op = 1'b1;
				end
				S_CYCLE_3: begin  
					 ld_alu_out = 1'b1; ld_a = 1'b1;
					 alu_select_a = 2'b00;
					 alu_select_b = 2'b01;
					 alu_op = 1'b0;
				end
            S_CYCLE_4: begin
                ld_r = 1'b1;  
                alu_select_a = 2'b00;  
                alu_select_b = 2'b10;  
                alu_op = 1'b0;  
            end
        endcase
    end  
    always@(posedge clk)
    begin: state_FFs
        if(!resetn)
            current_state <= S_LOAD_A;
        else
            current_state <= next_state;
    end  
endmodule
module datapath(
    input clk,
    input resetn,
    input [7:0] data_in,
    input ld_alu_out, 
    input ld_x, ld_a, ld_b, ld_c,
    input ld_r,
    input alu_op, 
    input [1:0] alu_select_a, alu_select_b,
    output reg [7:0] data_result
    );
    reg [7:0] a, b, c, x;
    reg [7:0] alu_out;
    reg [7:0] alu_a, alu_b;
    always @ (posedge clk) begin
        if (!resetn) begin
            a <= 8'd0; 
            b <= 8'd0; 
            c <= 8'd0; 
            x <= 8'd0; 
        end
        else begin
            if (ld_a)
                a <= ld_alu_out ? alu_out : data_in;  
            if (ld_b)
                b <= ld_alu_out ? alu_out : data_in;  
            if (ld_x)
                x <= data_in;
            if (ld_c)
                c <= data_in;
        end
    end
    always @ (posedge clk) begin
        if (!resetn) begin
            data_result <= 8'd0; 
        end
        else 
            if(ld_r)
                data_result <= alu_out;
    end
    always @(*)
    begin
        case (alu_select_a)
            2'd0:
                alu_a = a;
            2'd1:
                alu_a = b;
            2'd2:
                alu_a = c;
            2'd3:
                alu_a = x;
            default: alu_a = 8'd0;
        endcase
        case (alu_select_b)
            2'd0:
                alu_b = a;
            2'd1:
                alu_b = b;
            2'd2:
                alu_b = c;
            2'd3:
                alu_b = x;
            default: alu_b = 8'd0;
        endcase
    end
    always @(*)
    begin : ALU
        case (alu_op)
            0: begin
                   alu_out = alu_a + alu_b;  
               end
            1: begin
                   alu_out = alu_a * alu_b;  
               end
            default: alu_out = 8'd0;
        endcase
    end
endmodule
module hex_decoder(hex_digit, segments);
    input [3:0] hex_digit;
    output reg [6:0] segments;
    always @(*)
        case (hex_digit)
            4'h0: segments = 7'b100_0000;
            4'h1: segments = 7'b111_1001;
            4'h2: segments = 7'b010_0100;
            4'h3: segments = 7'b011_0000;
            4'h4: segments = 7'b001_1001;
            4'h5: segments = 7'b001_0010;
            4'h6: segments = 7'b000_0010;
            4'h7: segments = 7'b111_1000;
            4'h8: segments = 7'b000_0000;
            4'h9: segments = 7'b001_1000;
            4'hA: segments = 7'b000_1000;
            4'hB: segments = 7'b000_0011;
            4'hC: segments = 7'b100_0110;
            4'hD: segments = 7'b010_0001;
            4'hE: segments = 7'b000_0110;
            4'hF: segments = 7'b000_1110;   
            default: segments = 7'h7f;
        endcase
endmodule
```
==> flow_summary.yaml <==
# flow metrics
status:
  status: "finished clean"
die:
  die_h_um: 121
  io_pins: 39
  die_area_um2: 14700
  core_um2: 13900
  rows: 43
  fp_util_pct: 30.7
  die_w_um: 121
critical_path:
  cp_max_fo: 16
  path_class: "flop to flop"
  worstSetupStartpointType: "flop"
  crit_required_ps: 8510
  cp.arrival_ps: 5890
  end_kind: "flop"
  rr_worst_depth: 17
routing:
  drcViolationCount: 0
  wl_per_cell_um: 13.1
  drt_iter0_markers: 182
  wl_mm: 8.99
  ant_nets: 0
  insertedDiodeCount: 0
  drt-pass1-iter-count: 4
  vias: 3205
  routed_via_density: 4.66
synth:
  yosys_area_um2: 4260
  syn_area_um2: 4260
  postSynthSeqShare_pct: 31.5
  synthCells: 477
  syn_area_per_cell_um2: 8.92
  synth_cell_types: 55
  ys_warn_count: 3
  numSynthFlops: 67
  flop_cell: "dfxtp_1"
  synth-edff-count: 0
  ys_cells: 477
  synthArstFlopShare_pct: 0
global_route:
  grt.overflow.total: 0
  grt_pass1_wl_mm: 14.9
  grt_max_degree: 37
  antenna_found_initial: 0
  grt_util_all_layers_pct: 13.2
  first_global_vias: 3066
sta:
  finalSetupViolCount: 0
  rsz0062_at_grt: "no"
  finalSetupTns_ps: 0
  fmax_ghz: 0.176
  slew_violations: 0
  timing.final.crit_share_pct: 68.4
  fin_skew_ps: 8.21
  fin_hold_ws_ps: 485
  period_minus_slack_ps: 5680
  slew_headroom_pct: 59.3
  hold_violations: 0
  worst_pin_slew_ps: 604
flow_run:
  openroad.warnings: 37
  maxCapViolCount: 0
layout:
  area_delta_synth_final_pct: 18.3
  fillers: 1363
  drive_gt1_share_pct: 7.68
  final_cell_mix: "dfxtp_1, nor2_1, inv_1, mux2i_1, nand2_1"
  fin_area_um2: 5030
power:
  p_total_uw: 830
  power_density_nw_per_um2: 165
  ir_worst_vdd_mv: 0.109
  p_leak_uw: 0.00214
cts:
  clk-insertion-delay-late_ps: 330
  postCtsHoldBufs: 0
  numClockSinks: 67
  postCtsSetupBuffers: 0
  numCtsBuffers: 9
  htreeDepth: 3
  ctsResizeCount: 0
  clk_pin_slew_ps: 50
  cts_tree: "done"
  clockBufferDepth: 2
  root_buffer: "clkbuf_16"
min_path:
  hold_depth: 2
  hold_path_class: "flop to flop"
place:
  place_hpwl_mm: 6.94
  dpl_cell_area_um2: 4720
  gp_congestion: 0.959
  portBuffers: 32
per-stage QoR:
step	setup WS, ps	utilization [%]	cells
finish	2620	36.3	688
global route	2240	36.3	688
CTS	2590	36.3	688
detailed placement	2620	34.0	672
global placement	2660	34.0	672
floorplan	3250	-	478
synthesized netlist by cell type (all sizes together) (2+ instances only):
master / number / area, um^2
dfxtp: 67 / 1340
nor2: 67 / 251
inv: 56 / 210
mux2i: 40 / 400
nand2: 37 / 144
ha: 33 / 413
a21oi: 29 / 145
o21ai: 15 / 75.1
fa: 13 / 260
xnor2: 13 / 114
buf: 12 / 72.6
and2: 9 / 56.3
clkbuf: 9 / 33.8
mux4: 7 / 158
mux2: 6 / 67.6
nand2b: 6 / 37.5
nor3: 5 / 25.0
o22ai: 5 / 31.3
nand3: 4 / 20.0
a21o: 3 / 22.5
o221ai: 3 / 43.8
o31ai: 3 / 22.5
xor2: 3 / 26.3
a31oi: 2 / 12.5
a32o: 2 / 20.0
nor2b: 2 / 12.5
o21a: 2 / 15.0
o221a: 2 / 22.5
or3: 2 / 12.5
xnor3: 2 / 45.0
layout make-up:
type / count / area [um^2] / share of cell area [%]
sequential: 67 / 1340 / 26.6
clock buffer: 11 / 253 / 5.02
timing repair buffer: 35 / 343 / 6.81
clock inverter: 5 / 60.1 / 1.19
inverter: 57 / 214 / 4.25
multi-input combinational: 333 / 2600 / 51.6
tap: 180 / 225 / 4.47
logic make-up after synthesis:
| group | after synthesis | share of synthesized area, % |
|---|---|---|
| fa+ha+maj | 46 | 15.8 |
| flops | 67 | 31.5 |
| other cells | 1 | 0.0881 |
| compound gates | 78 | 12.2 |
| xor+xnor | 18 | 4.35 |
| mux | 53 | 14.7 |
| simple gates | 136 | 13.8 |
| buf+inv | 78 | 7.52 |
critical path, cell delays in order (launching register included):
cell and delay, ps:
dfxtp_1 620, buf_4 320, mux4_2 600, and2_1 190, ha_1 280, ha_1 320
fa_1 540, inv_1 50, fa_1 530, inv_1 50, ha_1 310, a21oi_1 140
xnor3_1 400, xnor3_1 210, a21bo_2 250, o221ai_4 350, nand2_1 130, o221a_1 260
sequential cells by signal (all words and copies together), names as in the netlist:
name                 count
u0.D0.a                  8
u0.D0.b                  8
u0.D0.c                  8
u0.D0.data_result        8
u0.D0.x                  8
HEX0                     7
HEX1                     7
u0.C0.current_state      4
u0.D0.alu_select_b       2
u0.C0.ld_a               1
u0.C0.ld_b               1
u0.C0.ld_c               1
u0.C0.ld_r               1
u0.C0.ld_x               1
u0.D0.alu_op             1
u0.D0.alu_select_a       1
routing by layer:
metal  global-route usage [%]  part of all wire, %  vias to the layer above
met5                        0                    0                        -
met4                     1.39                  1.3                        0
met1                     19.4                   49                     1469
met3                     4.03                  6.4                       10
met2                     20.2                   44                       76
li1                         -                    -                     1650
report_power, final:
part           switching [uW]  internal [uW]
Sequential               7.32            328
Clock                     141            250
Combinational            59.8           43.8
worst paths after layout:
check                   startpoint    endpoint  slack, ps
max          u0.D0.alu_select_b[0]     HEX1[0]       2620
min                     u0.D0.a[7]  u0.D0.a[7]        480
min reg2reg             u0.D0.a[7]  u0.D0.a[7]        480
max reg2reg  u0.D0.alu_select_b[0]     HEX1[0]       2620
No activity file was given, so power comes from the tool's default toggle rates.
